<file path="/design/flow/config.mk">
export PLATFORM = sky130hd
export DESIGN_NAME = DATAP
export DESIGN_NICKNAME = DATAP
export VERILOG_FILES = /design/flow/design.v
export SDC_FILE = /design/flow/constraint.sdc
export NUM_CORES = 4
export LEC_CHECK = 1
export CORE_UTILIZATION = 40
</file>
<file path="/design/flow/constraint.sdc">
current_design DATAP

set clk_period 54.5
set clk_io_pct 0.2

create_clock -name clk0 -period $clk_period [get_ports {clk}]

set non_clock_inputs [all_inputs -no_clocks]
set_input_delay [expr $clk_period * $clk_io_pct] -clock clk0 $non_clock_inputs
set_output_delay [expr $clk_period * $clk_io_pct] -clock clk0 [all_outputs]
</file>
<file path="/design/flow/design.v">
`timescale 1ns/1ps
module DATAP #(parameter bits = 32)(
    input clk,
    input [1:0] func,
    input [bits-1:0] A,B,C,
    output [bits*2-1:0] result,  
    output reg [1:0] func_reg,
    output reg [bits*2-1:0] mult_out_reg,
    output reg [bits-1:0] c_reg
);
wire [bits-1:0] mux_ps1, mux_ps2;
wire [bits*2-1:0] mult_out;
always@(posedge clk) begin
    func_reg <= func;
    mult_out_reg <= mult_out;
    c_reg <= C;
end
MUX #(bits) MUX_PS1(
.A(1'b1),
.B(B),
.sel(func[0]),
.out(mux_ps1)
);
ARRAY_MULTIPLIER #(bits) MULT(
.a(A),
.b(mux_ps1),
.p(mult_out)
);
wire mux_ps2_sel;
wire [bits*2-1:0] mux_ps2_ext;
assign mux_ps2_ext = { {bits{mux_ps2[bits-1]}}, mux_ps2 };
MUX #(bits) MUX_PS2(
.A(1'b0),
.B(c_reg),
.sel(mux_ps2_sel),
.out(mux_ps2)
);
CLA #(bits*2) ADDER(
.A(mult_out_reg),
.B(mux_ps2_ext),
.Cin(1'b0),
.Sum(result),
.Cout()
);
nor(mux_ps2_sel, func_reg[1], func_reg[0]);
endmodule
module MUX #(parameter bits = 32)(
    input [bits-1:0] A, B,
    input sel,
    output [bits-1:0] out
);
assign out = sel ? A : B;
endmodule
module ARRAY_MULTIPLIER #(parameter bits = 32) (
    input [bits-1:0] a, b,
    output [bits*2-1:0] p
);
wire [bits-1:0]     carries [bits-1:1];
wire [bits*2-1:0]   sums [bits-1:1];
assign p[0] = a[0] & b[0];  
genvar i,j;
generate
    for(i=1; i < bits; i=i+1) begin : GEN_PARTIALS
        for(j=0; j < bits; j=j+1) begin: GEN_ADDERS   
            if(i==1) begin 
                if(j==0) begin
                    ADD_HALF INSTF_HA_FIRST (
                        .a(a[i]&b[j]),
                        .b(a[i-1]&b[i]),
                        .sum(p[i]),
                        .cout(carries[i][j])
                    );            
                end 
                else if(j==(bits-1)) begin
                    ADD_HALF INSTF_HA_LAST (
                        .a(a[i]&b[j]),
                        .b(carries[i][j-1]),
                        .sum(sums[i][j]),
                        .cout(carries[i][j])  
                    );
                end  
                else begin
                    FULL_ADDER INSTF_FA (
                        .a(a[i]&b[j]),
                        .b(a[i-1]&b[j+1]),
                        .cin(carries[i][j-1]),
                        .sum(sums[i][j]),
                        .cout(carries[i][j])       
                    );
                end
            end  
            else if(i==(bits-1)) begin
                if(j==0) begin 
                    ADD_HALF INSTL_HA_FIRST (
                        .a(sums[i-1][j+1]),
                        .b(a[i]&b[j]),
                        .sum(p[i+j]),
                        .cout(carries[i][j]) 
                    );                
                end
                else if(j==(bits-1)) begin
                    FULL_ADDER INSTL_FA_LAST (
                        .a(carries[i-1][j]),
                        .b(a[i]&b[j]),
                        .cin(carries[i][j-1]),
                        .sum(p[i+j]),
                        .cout(p[i+j+1])
                    );
                end
                else begin
                    FULL_ADDER INSTL_FA (
                        .a(sums[i-1][j+1]),
                        .b(a[i]&b[j]),
                        .cin(carries[i][j-1]),                  
                        .sum(p[i+j]),
                        .cout(carries[i][j])
                    );                
                end
            end  
            else begin
                if(j==0) begin
                    ADD_HALF INSTB_HA_FIRST (
                        .a(sums[i-1][j+1]),
                        .b(a[i]&b[j]),
                        .sum(p[i]),
                        .cout(carries[i][j])
                    );
                end
                else if(j==(bits-1)) begin
                    FULL_ADDER INSTB_FA_LAST (
                        .a(carries[i-1][j]),
                        .b(a[i]&b[j]),
                        .cin(carries[i][j-1]),
                        .sum(sums[i][j]),                    
                        .cout(carries[i][j])
                    );
                end
                else begin
                    FULL_ADDER INSTB_FA (
                        .a(sums[i-1][j+1]),
                        .b(a[i]&b[j]),
                        .cin(carries[i][j-1]),
                        .sum(sums[i][j]),
                        .cout(carries[i][j])                        
                    );          
                end
            end  
        end  
    end  
endgenerate
endmodule
module ADD_HALF(
    output cout,
    output sum,
    input a,
    input b
);
    xor(sum, a, b);
    and(cout, a, b);
endmodule
module PFA(
    input A, B, Cin,
    output P, G, S
);
    assign P = A ^ B;    
    assign G = A & B;    
    assign S = Cin ^ P;  
endmodule
module FULL_ADDER(
    input a,b,cin,
    output cout,sum
);
wire half1_cout, half1_sum, half2_cout;
ADD_HALF HALF1(
.cout(half1_cout),
.sum(half1_sum),
.a(a),
.b(b)
);
ADD_HALF HALF2(
.cout(half2_cout),
.sum(sum),
.a(cin),
.b(half1_sum)
);
or(cout, half2_cout, half1_cout);
endmodule
module CARRY_GEN(
    input G, P, Cin,
    output Cout    
);
assign Cout = G | P&Cin;  
endmodule
module CLA #(parameter bits = 64) (  
input [bits-1:0] A, B,  
input Cin,   
output [bits-1:0] Sum,  
output Cout  
);
wire [bits-1:0]P_in, G_in;  
wire [bits-1:0]carries;  
assign Cout = carries[bits-1];  
PFA PFA0(
.A(A[0]),
.B(B[0]),
.Cin(Cin),
.P(P_in[0]),
.G(G_in[0]),
.S(Sum[0])
);
genvar i;
generate  
    for(i=1; i<bits; i=i+1) begin : PFAS
        PFA PFA_I(
            .A(A[i]),
            .B(B[i]),
            .Cin(carries[i-1]),
            .P(P_in[i]),
            .G(G_in[i]),
            .S(Sum[i])        
        );    
    end
endgenerate
CLL #(.bits(bits)) CLL_INST(
.Cin(Cin),
.P(P_in),
.G(G_in),
.Cout(carries)
);
endmodule
module CLL #(parameter bits = 8) (
    input Cin,
    input [bits-1: 0] P, G, 
    output [bits-1: 0] Cout
);
CARRY_GEN INST0(
        .G(G[0]),
        .P(P[0]),
        .Cin(Cin),
        .Cout(Cout[0])        
);
genvar i;
generate  
    for(i=1; i < bits; i=i+1) begin : CARRIES
        CARRY_GEN INST_I(
        .G(G[i]),
        .P(P[i]),
        .Cin(Cout[i-1]),
        .Cout(Cout[i])        
        );
    end
endgenerate
endmodule
</file>
<file path="/design/flow/run.sh">
#!/bin/bash
# OpenROAD 26Q1-2900-gdf79404cd8, Yosys 0.63+post, stock flow scripts
make -C /OpenROAD-flow-scripts/flow DESIGN_CONFIG=/design/flow/config.mk WORK_HOME=/design/flow/orfs finish
</file>
==> flow_summary_export.csv <==
group,metric,value,unit
yosys,ys_top_cells_by_count,"fa_1, and2_1, clkbuf_1",
placed_design,place_area,34400,µm²
run,maxCapViolCount,0,
finish,fin_cells,3714,
yosys,synth-warning-count,2,
finish,logic_area,29100,µm²
die,num_rows,102,
run,warnings,25,
die,ioPinCount,261,
timing,slew_viol_final,0,
yosys,edf_count,0,
finish,finalInstanceArea,36200,µm²
timing,finalHoldViolations,0,
finish,n_fill_cell,6666,
die,die-width,283,µm
route,finalWirelength,60900,µm
global_routing,grt_max_degree,33,
global_routing,gr-total-overflow,0,
route,vias,17348,
global_routing,grt_pass1_vias,20824,
yosys,syn_area,31700,µm²
route,wl_per_cell,16.4,µm
route,postRouteAntennaNets,0,
yosys,ys_area,31700,µm²
die,dieHeight,283,µm
status,status,"finished clean",
timing,max_slew_margin,50.8,%
critical_path,cp_slowest_cell,"fa_2",
critical_path,endpoint,"mult_out_reg[62]$_DFF_P_",
yosys,top_area_cell,"fa_1",
timing,whs,10970,ps
critical_path,cp-start-kind,"input port",
critical_path,cp.buffers_inverters,5,
cts,numCtsBuffers,9,
timing,min_period,53240,ps
yosys,topCellsByArea,"fa_1, and2_1, dfxtp_1, buf_4, nor2b_1",
cts,clock_path_buffers,2,
timing,setup_viol,0,
critical_path,startpoint,"A[0]",
critical_path,worst_path_dominant_cell_family,"adder cells",
worst_hold_path,hold_depth,1,
cts,cts.sinks,98,
finish,post-route-util,46.4,%
yosys,postSynthSeqShare,6.19,%
yosys,ff_type,"dfxtp_1",
finish,regArea,1960,µm²
timing,min_period_over_period,97.7,%
route,first_pass_iters,4,
placed_design,port_buffers,260,
finish,areaGrowthSynthToFinish,14.1,%
worst_hold_path,min_path_type,"input port to flip-flop",
global_routing,grtUsageTotal,18.0,%
timing,worst_slew_pin_slew,737,ps
placed_design,dp_cells,3697,
critical_path,crit_arrival,53570,ps
yosys,syn_area_per_cell,12.0,µm²
critical_path,crit_fanout,2,
die,fp-utilization,40.6,%
timing,timing.fmax,0.0188,GHz
die,chip_area,80400,µm²
cts,cts_tree,"done",
cts,path_clk_slew,80,ps
finish,largest_reg_flops,64,
yosys,yosys_cells,2644,
critical_path,crit_path_max_incr_delay,600,ps
yosys,async_reset_ff_share,0,%
critical_path,worst_setup_path_end_kind,"flip-flop",
yosys,top_cell,"fa_1",
global_routing,antenna_found_initial,3,
route,via_per_inst,4.67,
placed_design,gp_congestion,0.933,
die,fp.coreArea,78000,µm²
critical_path,path_depth,99,
route,n_antenna_cell,0,
route,drtIter0Drc,272,
yosys,top_area_share,64.6,%
yosys,synth_cells,2644,
critical_path,path_common_cell,"fa_2",
global_routing,grt_pass1_wl,108000,µm
yosys,synthDistinctLibCells,18,
yosys,ys_ff,98,
cts,htreeDepth,3,
finish,drive_gt1_share,25.5,%
critical_path,cp.required,54830,ps
critical_path,crit_type,"input port to flip-flop",
placed_design,dpl.hpwl,54900,µm
cts,clockRootBuffer,"clkbuf_16",
route,route.detailed.drc,0,
[timing repair]
action	in CTS	in global routing
endpoints found under the hold margin	0	0
pin swaps	154	59
buffers inserted	0	0
cloned	1	0
hold buffers	0	0
endpoints found under the setup margin	4	5
gates resized	297	276
[how the worst min path moves through the flow]
stage         start                end
CTS           C[24]  c_reg[24]$_DFF_P_
global route  C[23]  c_reg[23]$_DFF_P_
finish        C[23]  c_reg[23]$_DFF_P_
[metrics by stage]
stage	setup WS, ps	TNS [ps]
final	1260	0
after global routing	-17.7	-17.7
after CTS	5.42	0
after detailed placement	-1480	-4640
after global placement	-1270	-3580
after floorplan	354	0
[cells by family after synthesis]
group                      synth area share [%]
and+or+nand+nor                            21.3
adders and majority gates                  65.9
buffers and inverters                      6.53
DFF                                        6.19
AOI/OAI and AO/OA                        0.0316
xor gates and xnor gates                 0.0553
[routing by layer]
metal  wire (µm)  up-vias  share of wire [%]  track usage, %
li1            -     7646                  -               -
met1       21800     9185                 36            24.1
met2       31000      481                 51            28.8
met3        7230       32                 12            8.78
met4         820        4                1.3            1.58
met5          27        -              0.044               0
[cell type report]
type                    count  area share [%]
well taps                1040            3.60
clock buffers              10           0.661
repair buffers            338            8.94
clock inverters             6           0.152
flip-flops and latches     98            5.42
inverters                  72           0.747
multi-input cells        2150            80.5
[layout by cell type (no fill, tap or decap), types with 9 or more instances in the layout]
cell,netlist,final
and2_1,956,956
fa_2,0,570
fa_1,1022,452
clkdlybuf4s50_1,0,258
dfxtp_1,98,98
nor2b_1,86,82
buf_4,130,75
inv_1,72,71
nand2_1,36,36
ha_1,33,33
nor2b_2,11,14
clkbuf_16,0,9
